[./design.v]
module Lab4(HEX0, CLOCK_50, SW);
  input CLOCK_50;
  input [9:0] SW;
  output [0:6] HEX0;
  wire [25:0] Count;
  wire [3:0] Q;
  wire Enable;
  Counter_Clock E0(.Q(Count), .Clk(CLOCK_50), .Clr(SW[0]), .En(Enable));
  Counter_4bit C0(.Q(Q), .Clr(SW[0]), .En(Enable), .Clk(CLOCK_50));
  Hex_Disp H0(.Value(Q[3:0]), .Disp(HEX0));
endmodule
module Counter_Clock(Q, Clk, Clr, En);
  input Clk, Clr;
  output reg [25:0] Q;
  output reg En;
  always @ (posedge Clk)
  begin
    if(~Clr)
    begin
      Q <= 26'b0;
      En <= 1'b0;
    end
    else
    begin
       if(Q == 10)
       begin
         Q <= 1'b0;
         En <= 1'b1;
       end
       else
       begin
         Q <= Q + 1;
         En <= 1'b0;
       end
    end
  end
endmodule
module Counter_4bit(Q, Clr, En, Clk);
  output reg [3:0] Q;
  input En, Clk, Clr;
  always @ (negedge Clk)
  begin
    if(~Clr)
    begin
      Q <= 4'b0;
    end
    else if(En)
    begin
      if(Q < 9)
      begin
        Q <= Q + 1;
      end
      else
      begin
        Q <= 4'b0;
      end
    end
  end
endmodule
module Hex_Disp(Value, Disp);
  input [3:0] Value;
  output reg [0:6] Disp;
  always @ *
  begin
    case (Value)
      4'h0 : Disp = 7'b0000001;
      4'h1 : Disp = 7'b1001111;
      4'h2 : Disp = 7'b0010010;
      4'h3 : Disp = 7'b0000110;
      4'h4 : Disp = 7'b1001100;
      4'h5 : Disp = 7'b0100100;
      4'h6 : Disp = 7'b0100000;
      4'h7 : Disp = 7'b0001111;
      4'h8 : Disp = 7'b0000000;
      4'h9 : Disp = 7'b0001100;
      4'hA : Disp = 7'b0001000;
      4'hB : Disp = 7'b1100000;
      4'hC : Disp = 7'b0110001;
      4'hD : Disp = 7'b1000010;
      4'hE : Disp = 7'b0110000;
      4'hF : Disp = 7'b0111000;
    endcase
  end
endmodule
[./config.mk]
export PLATFORM = sky130hd
export DESIGN_NAME = Lab4
export DESIGN_NICKNAME = Lab4
export VERILOG_FILES = /design/flow/design.v
export SDC_FILE = /design/flow/constraint.sdc
export NUM_CORES = 4
export LEC_CHECK = 1
export CORE_UTILIZATION = 30
[./run.sh]
#!/bin/bash
# OpenROAD 26Q1-2900-gdf79404cd8, Yosys 0.63+post, stock flow scripts
make -C /OpenROAD-flow-scripts/flow DESIGN_CONFIG=/design/flow/config.mk WORK_HOME=/design/flow/orfs finish
[./constraint.sdc]
current_design Lab4

set clk_period 4.2
set clk_io_pct 0.2

create_clock -name clk0 -period $clk_period [get_ports {CLOCK_50}]

set non_clock_inputs [all_inputs -no_clocks]
set_input_delay [expr $clk_period * $clk_io_pct] -clock clk0 $non_clock_inputs
set_output_delay [expr $clk_period * $clk_io_pct] -clock clk0 [all_outputs]
==> GITHUB_STEP_SUMMARY <==
## Implementation flow summary

| Metric | Value |
|---|---|
| Final Hold Viols | `0` |
| WS Path Type | `input pin to flip-flop` |
| Largest net degree at the start of global routing | `17` |
| PwrDens | `291 mW/mm^2` |
| Chip area | `0.00678 mm^2` |
| Synthesis Warnings | `3` |
| Max-Cap Viols | `0` |
| Clock transition at path regs | `0.07 ns` |
| Switching fraction of total power | `23.8%` |
| Root Buffer | `clkbuf_8` |
| First-pass GRT wire length | `6220 um` |
| DP Area | `0.00219 mm^2` |
| Finished Cell Area | `0.00234 mm^2` |
| Post-Syn Instances | `216` |
| Number of vias per cell | `4.90` |
| Synth Seq Share | `39.3%` |
| Finished Layout Cells | `approximately 330` |
| Cell Area, Synth | `0.00194 mm^2` |
| Post-synthesis register bit count | `38` |
| Status | `finished clean` |
| Log Warnings | `53` |
| WL/cell | `11.5 um` |
| Main area contributors | `dfxtp_1 (39%), ha_1 (6.5%), xor2_1 (4.1%), a21oi_1 (3.6%), nor2_1 (3.5%)` |
| Number of diodes | `0` |
| Layout area overhead | `20.9%` |
| Row Count | `28` |
| Crit Path Max Fanout | `5` |
| Synth top area share | `39.3%` |
| Pint | `0.000519 W` |
| Static Leak | `0.959 nW` |
| # placed instances | `307` |
| Met2 usage | `18.4%` |
| Met1 Track Usage GR | `18.7%` |
| Worst slew pin tran | `between 0.5 and 0.6 ns` |
| Met3 Use GR | `2.12%` |
| Top Ports | `18` |
| Dominant flop cell | `dfxtp_1` |
| Floorplan core density | `32.0%` |
| Mapped Avg Cell Area | `8.97 um^2` |
| Detail Route Antenna Nets | `0` |
| Cell count listed in synth_stat.txt | `approximately 220` |
| Residual DRC | `0` |
| Min-delay worst type | `flip-flop to flip-flop` |
| # fillers | `594` |
| Startpoint types | `input pin` |
| Htree depth | `2` |
| DRT Wirelength | `3760 um` |
| Vias | `1,599` |
| Cell type with the largest total area | `dfxtp_1` |
| Final Skew | `0.0658 ns` |
| Max_slew headroom | `65.1%` |
| Switching power of the nets | `0.000162 W` |
| CP Data Arrival Time | `between 2 and 2.5 ns` |
| CTS tree | `yes` |
| Layout cells sized above 1 | `15.9%` |
| Slew Limit Fails | `0` |
| Total Routing Usage GR | `12.1%` |
| Post-synthesis async set-or-reset flop share | `0%` |
| Clock Latency Late Sink | `between 0.3 and 0.4 ns` |
| Final setup TNS | `0 ns` |
| Post-synthesis chip area from yosys | `~0.0019 mm^2` |
| Final hold slack | `0.473 ns` |
| Die Y-Extent | `between 80 and 90 um` |
| Horiz. Die Dim | `82.4 um` |
| Clock buffer depth | `2` |
| Routability-driven placement congestion ratio | `0.817` |
| Worst VDD drop | `0.000153 V` |
| Comb power frac | `2.8%` |
| Hpwl dp | `2650 um` |
| Port bufs | `8` |
| Initial antenna violation count | `0` |
| Fraction of power consumed by sequential logic | `between 50% and 60%` |
| RSZ-0062 raised after global routing | `no` |
| Core area | `0.00606 mm^2` |
| Initial DRT Pass Iterations | `4` |
| Gr ovfl total | `0` |
| Vias in the first global route | `approximately 1,300` |
| Req. time, crit path | `2.33 ns` |
| Top Usage Layer GRT | `met1` |
| Final setup violation count | `0` |
| Clock power frac | `43.5%` |
| Clock sinks | `38` |
| EDFF count, synth | `0` |
| Initial DRC Count | `39` |
| Post-synth cell types | `48` |
| Cts bufs inserted | `5` |
| Crit end category | `flip-flop` |
-- power groups by stage --
| stage | registers (W) | clock network [W] | logic [W] |
|---|---|---|---|
| after CTS | 0.000366 | 0.000307 | 0.0000189 |
| after global routing | 0.000366 | 0.000325 | 0.0000214 |
| final | 0.000366 | 0.000296 | 0.0000189 |
-- cell families (layout without fill, tap and decap cells) --
family,Yosys count,count (layout),share of synthesized area (%)
buffers and inverters,20,55,5.23
multiplexers,4,4,2.13
flip-flops,38,38,39.3
adder cells (fa/ha/maj),10,10,6.46
AND/OR/NAND/NOR,86,86,26.0
AND-OR/OR-AND,43,43,13.7
XOR/XNOR,15,15,7.17
-- cell usage after synthesis, types with 2 or more instances --
master   count
nand4_2      2
inv_1       12
o31ai_1      3
mux2i_1      3
xnor2_1      5
nand3_1     13
nor2_1      18
nand2_1      7
a211o_1      2
nor3_1       5
dfxtp_1     38
xor2_1       9
nor4_1       4
nand4_1      7
and4_1       3
ha_1        10
buf_2        6
and3_1       4
or3_1       10
o21ai_0     11
a21oi_1     14
and4_4       2
or4_1        3
-- state kept, by name, summed over array words and instances, names as in the netlist --
name	count
C0.Q	4
HEX0	7
E0.Q	26
E0.En	1
-- metal layers --
metal	share of wire (%)	up-vias	routed length, um
met1	52	721	1940
met5	0	-	0
met3	4.2	3	158
met4	0.40	0	15
li1	-	850	-
met2	44	25	1650
-- placed cells by master, fill, tap and decap left out, types with 2 or more instances in the layout --
| cell | instances |
|---|---|
| and4_4 | 2 |
| and4_1 | 3 |
| nand4_2 | 2 |
| mux2i_1 | 3 |
| o31ai_1 | 3 |
| or3_1 | 10 |
| o21ai_0 | 11 |
| or4_1 | 3 |
| clkbuf_8 | 6 |
| inv_2 | 2 |
| buf_4 | 17 |
| nor2_1 | 18 |
| nand3_1 | 13 |
| nand4_1 | 7 |
| nor3_1 | 5 |
| ha_1 | 9 |
| nor4_1 | 4 |
| inv_1 | 20 |
| xor2_1 | 9 |
| a211o_1 | 2 |
| xnor2_1 | 5 |
| dfxtp_1 | 38 |
| and3_1 | 4 |
| clkdlybuf4s50_1 | 7 |
| a21oi_1 | 14 |
| nand2_1 | 6 |
| clkbuf_1 | 2 |
-- final timing paths --
path	start	end	slack, ns	cells past startpoint
max reg2reg	E0.En	HEX0[0]	0.17	7
max	SW[0]	HEX0[0]	0.06	8
min reg2reg	E0.Q[0]	E0.Q[0]	0.47	1
min	E0.Q[0]	E0.Q[0]	0.47	1
-- final cells by class --
cell class                      count  area [um^2]  share of cell area (%)
Multi-Input combinational cell    158         1110                    47.3
Sequential cell                    38          761                    32.5
Timing Repair Buffer               25          206                    8.82
Tap cell                           75         93.8                    4.01
Clock buffer                        8         90.1                    3.85
Clock inverter                     11         41.3                    1.76
Inverter                           11         41.3                    1.76
-- what timing repair did --
item,4_1_cts,5_1_grt
cloned,0,0
hold buffers,0,0
setup endpoints to repair,4,2
gates resized,3,2
buffers inserted,1,0
-- critical path, cell delays in order --
cell and delay (ns):
dlygate4sd2_1 0.24, o21a_2 0.16, nand2b_4 0.10, inv_2 0.05, ha_4 0.15, or3_1 0.30, mux2_4 0.27, o32a_1 0.15
-- metrics by stage --
stage	util, %	setup slack [ns]	total power [W]
CTS	38.5	0.0229	0.000692
detailed placement	36.2	-0.580	0.000410
global route	38.6	0.0144	0.000712
floorplan	-	-0.0827	0.000402
global placement	36.2	-0.597	0.000410
finish	38.6	0.0613	0.000681
Power and IR drop assume default switching activity.
